===== config.mk =====
export PLATFORM = sky130hd
export DESIGN_NAME = float_mac
export DESIGN_NICKNAME = float_mac
export VERILOG_FILES = /design/flow/design.v
export SDC_FILE = /design/flow/constraint.sdc
export NUM_CORES = 4
export LEC_CHECK = 1
export CORE_UTILIZATION = 40

===== constraint.sdc =====
current_design float_mac

set clk_period 6.3
set clk_io_pct 0.2

create_clock -name clk0 -period $clk_period [get_ports {clk}]

set non_clock_inputs [all_inputs -no_clocks]
set_input_delay [expr $clk_period * $clk_io_pct] -clock clk0 $non_clock_inputs
set_output_delay [expr $clk_period * $clk_io_pct] -clock clk0 [all_outputs]

===== design.v =====
module float_mac(clk,rst_n,mul_a,mul_b,add_a,mac_out);
input clk,rst_n;
input [(5+8+1)-1:0] mul_a,mul_b,add_a;
output [(5+8+1)-1:0] mac_out;
reg[(5+8+1)-1:0] add_a_fifo[3:0];
wire[(5+8+1)-1:0] add_b;
always @(posedge clk)begin
	add_a_fifo[0] <= add_a;
	add_a_fifo[1] <= add_a_fifo[0];
	add_a_fifo[2] <= add_a_fifo[1];
	add_a_fifo[3] <= add_a_fifo[2];
end
float_mult u0(clk,rst_n,mul_a,mul_b,add_b);
float_adder u1(clk,rst_n,add_a_fifo[3],add_b,mac_out);
endmodule
module float_adder(clk,rst_n,f_a,f_b,adder_out);
parameter E_ref = {(5-1){1'b1}};
parameter E_max = {(5){1'b1}};
input wire[5+8:0] f_a,f_b;
output wire[5+8:0] adder_out;
input rst_n,clk;
assign adder_out = {add_s2,add_e2,add_f2};
wire [5-1:0] a_e = add_a[5+8-1:8];
wire [5-1:0] b_e = add_b[5+8-1:8];
wire [2*8:0] a_f = {1'b1,add_a[8-1:0],{8{1'b0}}};
wire [2*8:0] b_f = {1'b1,add_b[8-1:0],{8{1'b0}}};
wire 				  a_s = add_a[5+8];
wire 				  b_s = add_b[5+8];
reg a_s0,b_s0,add_s1,add_s2;
reg sub_eq1;
reg[5-1:0] add_e0;
reg[5-1:0] add_e1;
reg[5-1:0] add_e2;
reg[2*8+1:0] a_f0,b_f0;
reg[2*8+1:0] add_f1;									
reg[8-1:0] add_f2;
reg[(5+8+1)-1:0] add_a,add_b;
always @(posedge clk or negedge rst_n)begin
	if(!rst_n)begin
		add_a <= 0;
		add_b <= 0;
	end
	else begin
		add_a <= f_a;
		add_b <= f_b;
	end
end
always @(posedge clk or negedge rst_n) begin
	if(!rst_n) begin
		a_s0 <= 0;
		b_s0 <= 0;
		add_e0 <= 8;
		a_f0 <= 0;
		b_f0 <= 0;
	end
	else begin
		if(add_a == 0 && add_b == 0)begin
			a_s0 <= 0;
			b_s0 <= 0;
			add_e0 <= 8;
			a_f0 <= 0;
			b_f0 <= 0;
		end
		else begin
			if((a_e < b_e)|| (a_e == b_e && a_f < b_f)) begin			
				a_s0 <= b_s;
				b_s0 <= a_s;
				add_e0 <= b_e;
				a_f0 <= b_f;
				b_f0 <= a_f>>(b_e-a_e);
			end
			else begin
				a_s0 <= a_s;
				b_s0 <= b_s;
				add_e0 <= a_e;
				a_f0 <= a_f;
				b_f0 <= b_f>>(a_e-b_e);
			end
		end
	end
end
always @(posedge clk or negedge rst_n) begin
	if(!rst_n) begin
		add_e1 <= 8;
		add_f1 <= 0;
		add_s1 <= 0;
		sub_eq1 <= 0;
	end
	else begin
		sub_eq1 <= 0;
		if(a_s0 == b_s0) begin
			add_f1 <= a_f0 + b_f0;
		end
		else begin
			add_f1 <= a_f0 - b_f0;
			if(a_f0 == b_f0) begin
				sub_eq1 <= 1;
			end
		end
		add_s1 <= a_s0;
		add_e1 <= add_e0;
	end
end
reg[5-1:0] sub_shift;
wire[2*8+1:0] sub_shift_f1 = (add_f1 << (sub_shift-1'b1));
wire[8+1:0] add_f1_mix = (add_f1[2*8+1])?add_f1[2*8+1:8]:sub_shift_f1[2*8:8-1];
wire[8+1:0] add_f1_round = add_f1_mix[8+1:1]+add_f1_mix[0];
always @(posedge clk or negedge rst_n) begin
	if(!rst_n) begin
		add_e2 <= 0;
		add_f2 <= 0;
		add_s2 <= 0;
	end
	else begin
		add_s2 <= add_s1;
		if(add_e1 == E_max) begin
				add_f2 <= 1;
				add_e2 <= {5{1'b1}};
		end
		else begin	
			if(sub_eq1 == 1) begin
				add_s2 <= 0;
				add_e2 <= 0;
				add_f2 <= 0;
			end
			else begin
				if(add_f1_round[8+1]) begin
					add_f2 <= add_f1_round[8:1];
					if(add_f1[2*8+1])add_e2 <= add_e1 + 2'd2;
					else add_e2 <= add_e1 - (sub_shift-1'b1) + 1'b1;
				end
				else begin
					add_f2 <= add_f1_round[8-1:0];
					if(add_f1[2*8+1]) add_e2 <= add_e1 + 2'd1;
					else add_e2 <= add_e1 - (sub_shift-1'b1);
				end
			end
		end
	end
end
always @(add_f1) begin
	casex(add_f1[2*8+1:8+1])
		9'b1xxxxxxxx: sub_shift=5'd0;
		9'b01xxxxxxx: sub_shift=5'd1;
		9'b001xxxxxx: sub_shift=5'd2;
		9'b0001xxxxx: sub_shift=5'd3;
		9'b00001xxxx: sub_shift=5'd4;
		9'b000001xxx: sub_shift=5'd5;
		9'b0000001xx: sub_shift=5'd6;
		9'b00000001x: sub_shift=5'd7;
		9'b000000001: sub_shift=5'd8;
		default: sub_shift = 5'd9;
	endcase
end
endmodule
module float_mult(clk,rst_n,f_a,f_b,out_a);
parameter E_ref = {(5-1){1'b1}};			 
parameter E_add_max = {(5){1'b1}}+E_ref-1;
input wire[5+8:0] f_a,f_b;			 
output [5+8:0] out_a;
input rst_n,clk;
assign out_a = {S[2],e2,f2};
wire[5:0] mul_a_e,mul_b_e;		 
wire[8:0] mul_a_f,mul_b_f;
wire S0;
assign S0 = mul_a[5+8]^mul_b[5+8];			 
assign mul_a_e = {1'b0, mul_a[5+8-1:8]};		 
assign mul_b_e = {1'b0, mul_b[5+8-1:8]};		 
assign mul_a_f = {1'b1, mul_a[8-1:0]};						 
assign mul_b_f = {1'b1, mul_b[8-1:0]};						 
reg[8*2+1:0] f0;								 
reg[8+1:0] f1;
reg[8-1:0] f2;
reg[5:0] e0,e1;							 
reg[5-1:0]e2;
reg[2:0] S;											 
reg [(5+8+1)-1:0] mul_a,mul_b;
always @(posedge clk or negedge rst_n)begin
	if(!rst_n)begin
		mul_a <= 0;
		mul_b <= 0;
	end
	else begin
		mul_a <= f_a;
		mul_b <= f_b;
	end
end
always @(posedge clk or negedge rst_n) begin
	if(!rst_n) begin					 
		f0 <= 0;
		e0 <= 0;
		S[0] <= 0;
	end
	else begin
		S[0] <= S0;			 
		f0 <= mul_a_f * mul_b_f;
		if(mul_a_e == {1'b0,{(5){1'b1}}} || mul_b_e == {1'b0,{(5){1'b1}}})begin		 
			e0 <= E_add_max;
			S[0] <= 1;
		end
		else if(mul_a_e == 0 || mul_b_e == 0)begin															 
			e0 <= 0;
		end
		else begin
			e0 <= mul_a_e + mul_b_e;
		end
	end
end
always @(posedge clk or negedge rst_n)begin
	if(!rst_n) begin					 
		f1 <= 0;
		e1 <= 0;
		S[1] <= 0;
	end
	else begin
		S[1] <= S[0];
		if(e0 > E_ref) begin
			if(e0 >= E_add_max) begin		 
				e1 <= {(5+1){1'b1}};	 
				f1[8-1] <= 1;			 
			end
			else begin				 
				if(f0[2*8+1]) begin	 
					f1 <= f0[8*2+1:8+1]+f0[8];
					e1 <= e0 - E_ref+1'b1;
				end
				else begin
					f1 <= f0[8*2:8]+f0[8-1];			 
					e1 <= (e0 - E_ref);
				end
			end
		end
		else begin					 
			e1 <= 0;			 
			f1 <= 0;			 
		end
	end
end
always @(posedge clk or negedge rst_n)begin
	if(!rst_n) begin					 
		f2 <= 0;
		e2 <= 0;
		S[2] <= 0;
	end
	else begin
		S[2] = S[1];
		if(f1[8+1]) begin	 
			f2 <= f1[8:1];
			e2 <= e1[5-1:0]+1'b1;
		end
		else begin
			f2 <= f1[8-1:0];
			e2 <= e1[5-1:0];
		end
	end
end
endmodule

===== run.sh =====
#!/bin/bash
# OpenROAD 26Q1-2900-gdf79404cd8, Yosys 0.63+post, stock flow scripts
make -C /OpenROAD-flow-scripts/flow DESIGN_CONFIG=/design/flow/config.mk WORK_HOME=/design/flow/orfs finish

==> flow_metrics.tcl <==
# flow metrics
set metrics [dict create \
    gr-usage-met1_pct 23.81 \
    slew_headroom_pct 49.84 \
    fp_util_pct 40.93 \
    slowest_stage "mux4_2" \
    die_width_um 182.1 \
    period_minus_slack_ps 4984 \
    drv_cap 0 \
    tightest_slew_ps 733.4 \
    syn_to_final_growth_pct 15.34 \
    grt_antenna_before_repair 0 \
    synth.top_cell.area_share_pct 33.54 \
    arrival_ps 5450 \
    status "completed" \
    start_kind "register" \
    cpPeakStageDelay_ps 590 \
    avgSynthCellArea_um2 10.77 \
    edf_count 0 \
    reg2reg_slack_ps 1320 \
    max_freq_mhz 200.6 \
    simple_gate_share_pct 12.50 \
    fa_ha_area_share_pct 17.43 \
    netlist_logic_family_top "adder cells" \
    ctsRootBufferMaster "clkbuf_16" \
    r2r_end "u1.add_e2[4]$_DFF_PN0_" \
    worstSetupStartpoint "u1.add_f1[14]$_DFF_PN0_" \
    cts_buffers 27 \
    ys_top_cells_by_count "dfrtp_1, inv_1, ha_1" \
    grt_pass1_vias 8785 \
    ys_warn_count 5 \
    path_cells "nor3_1, nand2_1, o21ai_2, inv_2, ha_1, nor3_1, or2_1, mux4_2, o21ai_0, ha_1, nand4_4, nor4_2, buf_4, mux2_2, o21ai_1" \
    grt_overflow 0 \
    die_h_um 182.1 \
    setup_ws_ps 1316 \
    dp_hpwl_mm 18.40 \
    grt_pass1_wl_mm 43.12 \
    io_pins 58 \
    p_total_mw 8.413 \
    r2r_start "u1.add_f1[14]$_DFF_PN0_" \
    clk_pin_slew_ps 60 \
    synth_xor_xnor_area_share_pct 4.116 \
    fillers 2811 \
    rows 65 \
    path_depth 15 \
    seq_area_um2 5528 \
    skew_ps 19.62 \
    critPathRequiredTime_ps 6770 \
    r2r_cells 15 \
    cts_tree "done" \
    grt_max_degree 123 \
    setup_viol 0 \
    n_antenna_cell 0 \
    post-place-ws_ps 1397 \
    timing.final.crit_share_pct 79.11 \
    slew_violations 0 \
    drc 0 \
    power.static_leakage_nw 6.615 \
    synthCells 1205 \
    synth-area-yosys_um2 12980 \
    core-area_um2 31720 \
    ys.flops 232 \
    mux_share_pct 8.154 \
    tool_warnings 44 \
    grt_use_total_pct 16.54 \
    critPathMaxFanout 11 \
    postSynth.asyncResetShare_pct 75.86 \
    gp_congestion 0.9641 \
    area_leaders "dfrtp_1, ha_1, dfxtp_1" \
    portBuffers 57 \
    power_density_nw_per_um2 561.9 \
    place_inst 1635 \
    htreeDepth 1 \
    dieArea_um2 33180 \
    first_iter_violations 463 \
    grt-busiest-layer "met2" \
    cpLargestDelayFamily "simple AND/OR/NAND/NOR gates" \
    vias_per_cell 5.185 \
    post_cts_buffers 0 \
    gr-usage-met2_pct 27.22 \
    worst-path-buf-inv 2 \
    clockBufferDepth 3 \
    vias 8736 \
    routedWlPerCell_um 14.80 \
    hold_buffers 0 \
    antenna_left 0 \
    hold_path_class "reg2reg" \
    top_area_cell "dfrtp_1" \
    path_class "reg2reg" \
    ys_seq_share_pct 42.58 \
    ys.flop_type "dfrtp_1" \
    final_area_um2 14970 \
    drt_wl_total_mm 24.94 \
    ir_drop_mv 0.2375 \
    synth_cell_type_count 78 \
    grt_setup_unrepaired "no" \
    setup_tns_ps 0 \
    yosys_cells 1205 \
    place_area_um2 13980 \
    drive_gt1_share_pct 9.743 \
    cts_sinks 232 \
    comb_area_um2 6834 \
    aoi_share_pct 10.45 \
    grt_use_met3_pct 2.543 \
    endpoint_kind "register" \
    final_cells 1685 \
    firstDrtPassIters 5 \
    ctsResizeCount 0 \
    hold_viol 0 \
    syn_area_um2 12980 \
    clock.latency.late_pin_ps 550 \
    critPathCapture "u1.add_e2[4]$_DFF_PN0_" \
    synth.most_common_cell "dfrtp_1" \
]
metal layers:
layer  up-vias  share of wire [%]
li1       4284                  -
met1      4219                 44
met2       188                 49
met3        45                3.9
met4         0                3.1
met5         -                  0
layout by cell type, fill, tap and decap left out, drive strengths merged, types with 18 or more instances in the layout:
master	instances
mux2	26
and2	39
mux4	18
ha	92
nand3	19
nor3	20
inv	119
a21oi	48
o21ai	53
clkbuf	32
mux2i	36
dfrtp	174
xor2	18
nand2	85
nor2	66
dfxtp	56
fa	54
clkdlybuf4s50	56
xnor2	43
how the worst min path moves through the flow:
stage / start / endpoint / slack [ps] / cells after the start
after CTS: add_a_fifo[0][3]$_DFF_P_ / add_a_fifo[1][3]$_DFF_P_ / 330 / 0
after global routing: add_a_fifo[1][10]$_DFF_P_ / add_a_fifo[2][10]$_DFF_P_ / 330 / 0
final: add_a_fifo[1][3]$_DFF_P_ / add_a_fifo[2][3]$_DFF_P_ / 320 / 0
sequential cells by signal (all words and copies together), names as in the netlist, 5 cells and up:
register	flops
add_a_fifo	56
u1.add_f1	18
u1.b_f0	17
u0.mul_a	14
u0.mul_b	14
u1.add_a	14
u1.add_b	14
u0.f0	11
u0.f1	10
u1.a_f0	9
u0.f2	8
u1.add_f2	8
u0.e0	6
u0.e1	5
u0.e2	5
u1.add_e0	5
u1.add_e1	5
u1.add_e2	5
through the flow:
stage                     hold WS (ps)  utilization (%)
after global placement           310.1            44.07
after floorplan                  309.6                -
final                            324.5            47.21
after detailed placement         312.1            44.07
after global routing             331.5            47.21
after CTS                        326.1            47.21
area by class of cell:
cell class	count	share of cell area, %
timing repair buffer	70	4.554
sequential	232	36.92
tap	402	3.359
clock buffer	32	4.980
multi-input combinational	816	45.64
inverter	115	2.883
clock inverter	18	1.663
worst register-to-register path, delay by kind of cell (launching register included):
family | cells | cell delay (ps)
flops | 1 | 460
compound gates | 3 | 690
simple gates | 6 | 1740
mux | 2 | 950
fa+ha+maj | 2 | 590
buf+inv | 2 | 480
power by group:
group	switching, mW	total [mW]	internal (mW)
clock	0.655	1.68	1.03
combinational	2.41	4.46	2.05
sequential	0.362	2.27	1.91
kinds of logic after synthesis:
logic type | after synthesis
AOI/OAI and AO/OA | 208
xor gates and xnor gates | 61
adders and majority gates | 149
buffers and inverters | 157
DFF | 232
muxes | 80
and+or+nand+nor | 318
No activity file was given, so power comes from the tool's default toggle rates.
