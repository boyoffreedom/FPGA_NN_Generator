==> design/flow/design.v <==
module n_mult(clk,rst_n,fin_a,fin_b,dout);
input clk,rst_n;
input [(10*(5+8+1))-1:0] fin_a,fin_b;
output [(10*(5+8+1))-1:0] dout;
genvar gv_i;
generate
	for(gv_i = 0; gv_i < 10;gv_i = gv_i + 1)
	begin: float_multiplier
		float_mult u_fm(clk,rst_n,
							fin_a[gv_i*(5+8+1)+(5+8+1)-1:gv_i*(5+8+1)],
							fin_b[gv_i*(5+8+1)+(5+8+1)-1:gv_i*(5+8+1)],
							dout[gv_i*(5+8+1)+(5+8+1)-1:gv_i*(5+8+1)]);
	end
endgenerate
endmodule
module float_mult(clk,rst_n,f_a,f_b,out_a);
parameter E_ref = {(5-1){1'b1}};			 
parameter E_add_max = {(5){1'b1}}+E_ref-1;
input wire[5+8:0] f_a,f_b;			 
output [5+8:0] out_a;
input rst_n,clk;
assign out_a = {S[2],e2,f2};
wire[5:0] mul_a_e,mul_b_e;		 
wire[8:0] mul_a_f,mul_b_f;
wire S0;
assign S0 = mul_a[5+8]^mul_b[5+8];			 
assign mul_a_e = {1'b0, mul_a[5+8-1:8]};		 
assign mul_b_e = {1'b0, mul_b[5+8-1:8]};		 
assign mul_a_f = {1'b1, mul_a[8-1:0]};						 
assign mul_b_f = {1'b1, mul_b[8-1:0]};						 
reg[8*2+1:0] f0;								 
reg[8+1:0] f1;
reg[8-1:0] f2;
reg[5:0] e0,e1;							 
reg[5-1:0]e2;
reg[2:0] S;											 
reg [(5+8+1)-1:0] mul_a,mul_b;
always @(posedge clk or negedge rst_n)begin
	if(!rst_n)begin
		mul_a <= 0;
		mul_b <= 0;
	end
	else begin
		mul_a <= f_a;
		mul_b <= f_b;
	end
end
always @(posedge clk or negedge rst_n) begin
	if(!rst_n) begin					 
		f0 <= 0;
		e0 <= 0;
		S[0] <= 0;
	end
	else begin
		S[0] <= S0;			 
		f0 <= mul_a_f * mul_b_f;
		if(mul_a_e == {1'b0,{(5){1'b1}}} || mul_b_e == {1'b0,{(5){1'b1}}})begin		 
			e0 <= E_add_max;
			S[0] <= 1;
		end
		else if(mul_a_e == 0 || mul_b_e == 0)begin															 
			e0 <= 0;
		end
		else begin
			e0 <= mul_a_e + mul_b_e;
		end
	end
end
always @(posedge clk or negedge rst_n)begin
	if(!rst_n) begin					 
		f1 <= 0;
		e1 <= 0;
		S[1] <= 0;
	end
	else begin
		S[1] <= S[0];
		if(e0 > E_ref) begin
			if(e0 >= E_add_max) begin		 
				e1 <= {(5+1){1'b1}};	 
				f1[8-1] <= 1;			 
			end
			else begin				 
				if(f0[2*8+1]) begin	 
					f1 <= f0[8*2+1:8+1]+f0[8];
					e1 <= e0 - E_ref+1'b1;
				end
				else begin
					f1 <= f0[8*2:8]+f0[8-1];			 
					e1 <= (e0 - E_ref);
				end
			end
		end
		else begin					 
			e1 <= 0;			 
			f1 <= 0;			 
		end
	end
end
always @(posedge clk or negedge rst_n)begin
	if(!rst_n) begin					 
		f2 <= 0;
		e2 <= 0;
		S[2] <= 0;
	end
	else begin
		S[2] = S[1];
		if(f1[8+1]) begin	 
			f2 <= f1[8:1];
			e2 <= e1[5-1:0]+1'b1;
		end
		else begin
			f2 <= f1[8-1:0];
			e2 <= e1[5-1:0];
		end
	end
end
endmodule
==> design/flow/run.sh <==
#!/bin/bash
# OpenROAD 26Q1-2900-gdf79404cd8, Yosys 0.63+post, stock flow scripts
make -C /OpenROAD-flow-scripts/flow DESIGN_CONFIG=/design/flow/config.mk WORK_HOME=/design/flow/orfs finish
==> design/flow/config.mk <==
export PLATFORM = sky130hd
export DESIGN_NAME = n_mult
export DESIGN_NICKNAME = n_mult
export VERILOG_FILES = /design/flow/design.v
export SDC_FILE = /design/flow/constraint.sdc
export NUM_CORES = 4
export LEC_CHECK = 1
export CORE_UTILIZATION = 30
==> design/flow/constraint.sdc <==
current_design n_mult

set clk_period 7.3
set clk_io_pct 0.2

create_clock -name clk0 -period $clk_period [get_ports {clk}]

set non_clock_inputs [all_inputs -no_clocks]
set_input_delay [expr $clk_period * $clk_io_pct] -clock clk0 $non_clock_inputs
set_output_delay [expr $clk_period * $clk_io_pct] -clock clk0 [all_outputs]
==> flow_metrics.tcl <==
# yosys + openroad results
set metrics [dict create \
    period_needed_ns 4.770 \
    yosys_warnings 1 \
    drc 0 \
    hold_depth 0 \
    core_sq_mm 0.1790 \
    rsz0062_at_grt "no" \
    postRouteAntennaNets 0 \
    path_cells "and2_1 > fa_1 > inv_1 > fa_1 > inv_1 > fa_1 > inv_1 > fa_1 > inv_1 > ha_1 > nand3_1 > or4_4 > a21oi_4 > o21ai_2 > nor3b_1 > a311oi_1" \
    h-tree-depth 3 \
    grt_usage 0.1338 \
    setup_ws_ns 2.530 \
    synth.avg_cell_area_sq_um 10.21 \
    cts_resized 0 \
    warning_count 77 \
    holdBufCountCts 0 \
    boundaryPins 422 \
    clock_path_buffers 3 \
    required_ns 7.91 \
    wl_um 115000 \
    row_count 155 \
    ys_chip_area_sq_mm 0.05423 \
    cp.arrival_ns 5.38 \
    antenna_found_initial 4 \
    numSynthFlops 760 \
    synth_top_cell_by_area "dfrtp_1" \
    r2r_slack_ns 2.53 \
    drv_cap 0 \
    vdd_drop_max_mv 0.1794 \
    post-place-ws_ns 2.504 \
    initialDrtViolationCount 1560 \
    common_cells "inv_1 (892), dfrtp_1 (760), nand2_1 (583), fa_1 (500), ha_1 (474)" \
    yosys_cells 5313 \
    die_y_um 427.2 \
    hp-start "float_multiplier[0].u_fm.S[1]$_DFF_PN0_" \
    wire_per_inst_um 14.18 \
    synth_area_sq_mm 0.05423 \
    most_common_cell "inv_1" \
    slew_violations 0 \
    relSlewSlack 0.4344 \
    criticalPathCategory "flop to flop" \
    drt_pass1_iterations 5 \
    async_flop_share 1.000 \
    edf_count 0 \
    portBuffers 421 \
    yosysTopAreaCellShare 0.3507 \
    hold_violations 0 \
    grt_max_degree 121 \
    min_path_type "flop to flop" \
    clock_latency_ns 0.73 \
    gr-total-overflow 0 \
    r2r_start "float_multiplier[3].u_fm.mul_b[7]$_DFF_PN0_" \
    grt_pass1_vias 36860 \
    fin_crit_sh 0.6534 \
    worst_slew_pin_slew_ns 0.8484 \
    cts_setup_buffers 0 \
    hpwl_um 90500 \
    syn_inst 5313 \
    path_clk_slew_ns 0.06 \
    n_fill_cell 17320 \
    setup_viol 0 \
    die.size.x_um 427.2 \
    postSynthSeqShare 0.3507 \
    drive_gt1_frac 0.05463 \
    post-route-cell-area_sq_mm 0.06406 \
    cts_sinks 760 \
    cts_tree "done" \
    grt_pass1_wl_um 190700 \
    synthTopCellsByArea "dfrtp_1 (35%), fa_1 (18%), ha_1 (11%)" \
    via_per_inst 4.459 \
    critical_path.endpoint_type "flop" \
    r2r_end "float_multiplier[3].u_fm.f0[17]$_DFF_PN0_" \
    max_stage_delay_ns 0.56 \
    power_density_mw_per_mm2 325.2 \
    ff2ff_path_depth 16 \
    ys_dominant_reg_cell "dfrtp_1" \
    p_leak_nw 30.42 \
    cts_buffers 89 \
    dieArea_sq_mm 0.1825 \
    cp-start-kind "flop" \
    slowest_stage "or4_4" \
    fin_setup_tns_ns 0 \
    hold_end "float_multiplier[0].u_fm.S[2]$_DFF_PN0_" \
    fp-utilization 0.3030 \
    status "complete, no violations" \
    finClkSkew_ns 0.03139 \
    max_freq_mhz 209.6 \
    ys_types 89 \
    place_congestion 0.8818 \
    root_buffer "clkbuf_16" \
    num_vias 36150 \
    syn_to_final_growth_pct 18.13 \
    cp_max_fo 9 \
    dpl_cell_area_sq_mm 0.06087 \
]
[kinds of logic after synthesis]
group / Yosys count / synth area share
flip-flops: 760 / 0.3507
AND-OR/OR-AND: 790 / 0.09236
XOR/XNOR: 249 / 0.04022
buffers and inverters: 1057 / 0.07475
AND/OR/NAND/NOR: 1356 / 0.1221
adder cells (fa/ha/maj): 974 / 0.2939
multiplexers: 127 / 0.02589
[registers in the layout, summed over array words and instances (netlist names)]
name,count
float_multiplier.u_fm.f2,80
float_multiplier.u_fm.f0,110
float_multiplier.u_fm.e0,60
float_multiplier.u_fm.e2,50
float_multiplier.u_fm.S,30
float_multiplier.u_fm.mul_b,140
float_multiplier.u_fm.f1,100
float_multiplier.u_fm.e1,50
float_multiplier.u_fm.mul_a,140
[layer usage]
layer  GRT usage  share of wire  vias to the layer above
li1            -              -                    17950
met1      0.1810           0.43                    17370
met2      0.2234           0.49                      664
met3     0.02914          0.049                      158
met4     0.03149          0.030                        0
met5           0              0                        -
[per-stage QoR]
step | instances | utilization | total power [mW] | hold WS [ns]
CTS | 8103 | 0.3578 | 21.24 | 0.3478
detailed placement | 7940 | 0.3401 | 16.22 | 0.3347
finish | 8107 | 0.3579 | 20.83 | 0.3454
floorplan | 5313 | - | 13.33 | 0.3312
global route | 8106 | 0.3579 | 22.90 | 0.3528
global placement | 7940 | 0.3401 | 16.16 | 0.3329
[power by group]
group / internal [mW] / switching [mW] / leakage (nW)
clock: 2.90 / 1.90 / 1.56
combinational: 4.64 / 4.77 / 19.8
sequential: 5.45 / 1.18 / 9.04
[worst max path at each step]
stage / startpoint / to / slack (ns) / cells after the start
4_1_cts: float_multiplier[3].u_fm.mul_b[7]$_DFF_PN0_ / float_multiplier[3].u_fm.f0[17]$_DFF_PN0_ / 2.51 / 16
5_1_grt: float_multiplier[3].u_fm.mul_b[7]$_DFF_PN0_ / float_multiplier[3].u_fm.f0[17]$_DFF_PN0_ / 2.26 / 16
6_report: float_multiplier[3].u_fm.mul_b[7]$_DFF_PN0_ / float_multiplier[3].u_fm.f0[17]$_DFF_PN0_ / 2.53 / 16
[critical path, delay by kind of cell (launching register included)]
| kind | cells | cell delay (ns) |
|---|---|---|
| compound gates | 3 | 0.55 |
| simple gates | 4 | 0.99 |
| fa+ha+maj | 5 | 2.43 |
| flops | 1 | 0.49 |
| buf+inv | 4 | 0.19 |
[placed cells by master, fill, tap and decap left out, drive strengths merged, types with 12 or more instances in the layout]
master         instances
inv                  902
dfrtp                760
nand2                583
fa                   500
ha                   474
clkdlybuf4s50        420
and2                 265
o21ai                253
a21oi                183
nor2                 182
xnor2                160
clkbuf               120
mux2                 106
xor2                  89
nand3                 81
nand4                 61
a21o                  49
and3                  48
nor3                  46
a22o                  39
o21a                  28
a31oi                 28
o211ai                27
o21bai                25
o22ai                 23
or4                   23
mux2i                 21
a211oi                20
buf                   17
clkinv                17
o31ai                 16
a32o                  15
a21boi                14
a32oi                 13
bufinv                12
[final cells by class]
type / instances / area (sq um) / area share
multi-input cells: 3496 / 31160 / 0.4864
inverters: 892 / 3348 / 0.05226
clock inverters: 43 / 625.6 / 0.009765
diodes: 4 / 10.01 / 0.0001562
clock buffers: 120 / 2555 / 0.03988
repair buffers: 437 / 4402 / 0.06871
flip-flops and latches: 760 / 19020 / 0.2969
well taps: 2355 / 2947 / 0.04600
No activity file was given, so power comes from the tool's default toggle rates.
