==> flow/design.v <==
module SCI_IO(clk,rst_n,
			 nn_start,nn_finish,a_in,
			 opm_base,opm_offset,opm_dout,
			 rxd,txd);
input clk,rst_n;
input nn_finish;
output nn_start;
input rxd;
output txd;
output[72-1:0] a_in;
output [5-1:0] opm_base;
output [4-1:0] opm_offset;
input [(5+8+1)-1:0] opm_dout;
wire baud_clk;
wire [7:0] rx_data,tx_data;
wire rx_ready,tx_ready;
wire rx_error,tx_start;
wire [72-1:0] a_in;
CLK_MNG u0(clk,rst_n,baud_clk);
SCI_RX u1(baud_clk,rst_n,rxd,rx_data,rx_ready,rx_error);
SCI_TX u2(baud_clk,rst_n,txd,tx_data,tx_start,tx_ready);
sci_controller u3(clk,rst_n,
						nn_start,nn_finish,
						rx_data,rx_ready,rx_error,
						tx_data,tx_ready,tx_start,
						opm_base,opm_offset,opm_dout,a_in);
endmodule
module SCI_RX(baud_clk,rst_n,rxd,rx_data,rx_ready,rx_error);
input baud_clk,rst_n;
input rxd;
output [7:0] rx_data;
output rx_ready,rx_error;
reg [3:0] cnt;						 
reg [2:0] rxp;
reg [7:0] rx_data;				 
reg [7:0] rx_buf;
reg [3:0] state_rx;				 
reg rx_ready,rx_error;
wire rxd_nedge = rxd_&(~rxd);  
reg rxd_;
always @(posedge baud_clk)begin
	rxd_ <= rxd;
end
always @(posedge baud_clk or negedge rst_n)begin
	if(!rst_n)begin
		rx_ready <= 1;
		rx_error <= 0;
		rx_data <= 0;
		rx_buf <= 0;
		cnt <= 0;
		rxp <= 0;
		state_rx <= 0;
	end
	else begin
		case(state_rx)
		0:begin											 
			if(rxd_nedge)begin						 
				cnt <= 0;								 
				rx_ready <= 0;							 
				rx_error <= 0;							 
				state_rx <= 1;
			end
			else begin
				rx_ready <= 1;
				state_rx <= 0;
			end
		end
		1:begin
			if(cnt < 4'd2)begin				   	 
				state_rx <= 1;
				cnt <= cnt + 1'b1;
			end
			else begin
				if(rxd == 0)begin						 
					state_rx <= 2;						 
					cnt <= 0;
					rxp <= 0;
				end
				else begin
					state_rx <= 0;
				end
			end
		end
		2:begin											 
			if(cnt < 4'd6)begin
				cnt <= cnt + 1'b1;
				state_rx <= 2;
			end
			else begin
				cnt <= 0;
				rx_buf[7] <= rxd;
				rx_buf[6:0] <= rx_buf[7:1];			 
				if(rxp < 3'd7) begin
					rxp <= rxp + 1'b1;
					state_rx <= 2;
				end
				else begin
					cnt <= 0;
					state_rx <= 3;
				end
			end
		end
		3:begin											 
			if(rxd == 0)begin
				if(cnt >= 4'd10)begin				 
					rx_error <= 1;
					rx_data <= 8'd0;
					state_rx <= 0;
					cnt <= 0;
				end
				else begin
					cnt <= cnt + 1'b1;
				end
			end
			else begin
				rx_data <= rx_buf;
				state_rx <= 4;
			end
		end
		4:begin
			rx_ready <= 1;
			state_rx <= 0;
		end
		default:state_rx <= 0;
		endcase
	end
end
endmodule
module SCI_TX (baud_clk,rst_n,txd,tx_data,tx_start,tx_ready);
input baud_clk,rst_n,tx_start;
input [7:0] tx_data;
output tx_ready,txd;
reg  tx_ready,txd;
reg[3:0] state_tx;
reg[3:0] cnt;
reg[7:0] txd_buf;		 
reg[3:0] send_bit;
reg tx_start_;
wire txd_s = (~tx_start_)&tx_start;
always @(posedge baud_clk)begin
	tx_start_ <= tx_start;
end
always@(posedge baud_clk or negedge rst_n) begin
	if(!rst_n) begin
		tx_ready <= 1;
		send_bit <= 0;
		txd_buf <= 0;
		state_tx <= 0;
	end
	else begin
	case(state_tx)
		0:begin					 
			if(txd_s == 1) begin
				tx_ready <= 0;			 
				txd_buf <= tx_data;		 
				send_bit <= 1;
				state_tx <= 1;
				cnt <= 0;
			end
			else begin
				send_bit <= 0;
				tx_ready <= 1;
				state_tx <= 0;
			end
		end
		1:begin
			if(cnt < 4'd6)begin
				cnt <= cnt + 1'b1;
			end
			else begin
				cnt <= 0;
				if(send_bit < 10) begin
					send_bit <= send_bit + 1'b1;
				end
				else begin
					send_bit <= 0;							 
					state_tx <= 2;
				end
			end
		end
		2:begin		 
			tx_ready <= 1;
			state_tx <= 0;
		end
		default:state_tx <= 0;
		endcase
	end
end
always @(send_bit or txd_buf)begin
	case(send_bit)
		4'd0 : txd <= 1'b1;			 
		4'd1 : txd <= 1'b0;			 
		4'd2 : txd <= txd_buf[0];	 
		4'd3 : txd <= txd_buf[1];
		4'd4 : txd <= txd_buf[2];
		4'd5 : txd <= txd_buf[3];
		4'd6 : txd <= txd_buf[4];
		4'd7 : txd <= txd_buf[5];
		4'd8 : txd <= txd_buf[6];
		4'd9 : txd <= txd_buf[7];
		4'd10: txd <= 1'b1;
		default:txd<= 1'b1;			 
	endcase
end
endmodule
module CLK_MNG (clk,rst_n,baud_clk);
parameter BAUD_CNT = 62; 
input clk,rst_n;
output baud_clk;
reg baud_clk;
reg[16:0] fdiv_cnt;
always @(posedge clk or negedge rst_n)begin
	if(!rst_n)begin
		fdiv_cnt <= 0;
	end
	else begin
		if(fdiv_cnt <= BAUD_CNT)begin
			fdiv_cnt <= fdiv_cnt + 1'b1;
			baud_clk <= 0;
		end
		else begin
			fdiv_cnt <= 0;
			baud_clk <= 1;
		end
	end
end
endmodule 
module sci_controller(clk,rst_n,
						nn_start,nn_finish,
						rx_data,rx_ready,rx_error,
						tx_data,tx_ready,tx_start,
						opm_base,opm_offset,r_data,a_in);
parameter SOF_1 = 8'h55, SOF_2 = 8'hab, SOF_3 = 8'haa;			 
input clk,rst_n;
input nn_finish;
output nn_start;
input [7:0] rx_data;
output [7:0] tx_data;
input rx_ready,rx_error,tx_ready;
output tx_start;
output [72-1:0] a_in;
input [(5+8+1)-1:0] r_data;
output [4-1:0] opm_offset;
output [5-1:0] opm_base;
reg nn_start;
reg [4-1:0] opm_offset;
reg[7-1:0] opm_cnt;
reg[5-1:0] opm_base;
reg[7:0] rx_len,rx_lcnt;
reg [5-1:0] base_addr;
reg [72-1:0] a_in;								 
reg tx_start;
reg [72-1:0] tx_buf;				 
assign tx_data = tx_buf>>(tx_byte_cnt*8);
reg [72-1:0] a_out,a_out_;
reg send_cmd;					 
reg hop_as;
reg[3:0] frame_p;
reg[7:0] state_r,state_t,state_m;
reg[7:0] tx_byte_cnt;
reg nn_finish_;
wire nn_f = (~nn_finish_)&nn_finish;
always @(posedge clk)begin
	nn_finish_ <= nn_finish;
end
always @(posedge rx_ready or negedge rst_n)begin
	if(!rst_n)begin
		frame_p <= 0;
		base_addr <= 0;
	end
	else begin
		case(frame_p)
		0:begin
			if(rx_data == SOF_1)	frame_p <= 1;
			else frame_p <= 0;
		end
		1:begin
			if(rx_data == SOF_2) frame_p <= 2;
			else frame_p <= 0;
		end
		2:begin
			if(rx_data == SOF_3)	frame_p <= 3; 
			else frame_p <= 0;
		end
		3:begin
			base_addr <= rx_data;
			frame_p <= 4;
		end
		4:begin
			rx_len <= rx_data;
			a_in <= 0;
			rx_lcnt <= 0;
			frame_p <= 5;
		end
		5:begin
			if(rx_lcnt < rx_len)begin			 
				a_in <= {a_in[72-9:0],rx_data};
				rx_lcnt <= rx_lcnt + 1'b1;
				frame_p <= 5;
			end
			else begin
				a_in <= {a_in[72-9:0],rx_data};
				frame_p <= 0;
			end
		end
		endcase
	end
end
always @(posedge clk or negedge rst_n)begin
	if(!rst_n)begin
		state_r <= 0;
		nn_start <= 0;
	end
	else begin
		case(state_r)
		0:begin
			nn_start <= 0;
			if(frame_p < 3)begin				 
				state_r <= 0;
			end
			else begin
				state_r <= 1;
			end
		end
		1:begin												 
			if(frame_p == 0)begin		 
				state_r <= 2;
			end
			else begin
				state_r <= 1;								 
			end
		end
		2:begin									 
			nn_start <= 1;
			state_r <= 3;
		end
		3:begin									 
			state_r <= 0;
		end
		default : state_r <= 0;
		endcase
	end
end
always @(posedge clk or negedge rst_n)begin
	if(!rst_n)begin
		state_m <= 0;
		opm_base <= 0;
		opm_offset <= 0;
		opm_cnt <= 0;
		a_out <= 0;											 
		send_cmd <= 0;										 
	end
	else begin
		case(state_m)
		0:begin			
			if(nn_f == 1)	begin							 
				hop_as <= 1;
				a_out <= 0;
				opm_base <= base_addr;
				opm_offset <= 0;
				opm_cnt <= 0;
				state_m <= 1;
			end
			else begin
				send_cmd <= 0;
				state_m <= 0;
			end
		end
		1:state_m <= 2;
		2:state_m <= 3;
		3:state_m <= 4;
		4:state_m <= 5;
		5:begin																	 
			if(r_data != {(8+5+1){1'b0}})begin				 
				a_out <= {a_out[72-2:0],1'b1};						 
			end
			else begin
				a_out <= {a_out[72-2:0],1'b0};
			end
			if(opm_cnt < 72-1)begin									 
				opm_cnt <= opm_cnt + 1'b1;
				if(opm_offset < 10-1)begin
					opm_offset <= opm_offset + 1'b1;
				end
				else begin
					opm_offset <= 0;
					opm_base <= opm_base + 1'b1;
				end
				state_m <= 1;
			end
			else begin															 
				state_m <= 6;
			end
		end
		6:begin
			tx_buf <= a_out;
			state_m <= 7;
		end
		7:begin								 
			if(state_t != 0)begin
				send_cmd <= 0;
				state_m <= 7;
			end
			else begin
				send_cmd <= 1;				 
				state_m <= 0;
			end
		end
		default: state_m <= 0;
		endcase
	end
end
always @(posedge clk or negedge rst_n)begin
	if(!rst_n)begin
		state_t <= 0;
		tx_start <= 0;
		tx_byte_cnt <= 0;
	end
	else begin
		case(state_t)
		0:begin
			if(send_cmd == 1)	begin							 
				state_t <= 1;
				tx_byte_cnt <= 0;
			end
			else begin
				tx_start <= 0;
				state_t <= 0;
			end
		end
		1:state_t <= 4;		
		3:begin
			if(tx_byte_cnt < (72>>3)-1)begin					 
				tx_byte_cnt <= tx_byte_cnt + 1'b1;
				state_t <= 4;								 
			end
			else begin										 
				state_t <= 0;
			end
		end
		4:begin							 
			if(tx_ready == 1) state_t <= 5;
			else state_t <= 4;
		end
		5:begin							 
			tx_start <= 1;
			if(tx_ready == 0)begin
				tx_start <= 0;
				state_t <= 3;
			end
			else state_t <= 5;
		end
		default:state_t <= 0;
		endcase
	end
end
endmodule
==> flow/run.sh <==
#!/bin/bash
# OpenROAD 26Q1-2900-gdf79404cd8, Yosys 0.63+post, stock flow scripts
make -C /OpenROAD-flow-scripts/flow DESIGN_CONFIG=/design/flow/config.mk WORK_HOME=/design/flow/orfs finish
==> flow/config.mk <==
export PLATFORM = sky130hd
export DESIGN_NAME = SCI_IO
export DESIGN_NICKNAME = SCI_IO
export VERILOG_FILES = /design/flow/design.v
export SDC_FILE = /design/flow/constraint.sdc
export NUM_CORES = 4
export LEC_CHECK = 1
export CORE_UTILIZATION = 30
==> flow/constraint.sdc <==
current_design SCI_IO

set clk_period 8.3
set clk_io_pct 0.2

create_clock -name clk0 -period $clk_period [get_ports {clk}]

set non_clock_inputs [all_inputs -no_clocks]
set_input_delay [expr $clk_period * $clk_io_pct] -clock clk0 $non_clock_inputs
set_output_delay [expr $clk_period * $clk_io_pct] -clock clk0 [all_outputs]
==> out/metrics.yaml <==
outcome:
  outcome: "completed"
route:
  postRouteAntennaNets: 0
  drc: 0
  via_per_inst: 4.74
  first_iter_violations: 458
  post_drt_wl_per_cell_um: 14.7
  drtPass1Iterations: 4
  drt-total-wl_um: 24800
  num_antenna_cells: 0
  via_count: 7990
global_route:
  grt_pass1_vias: 7979
  antenna_found_initial: 0
  grt_overflow_total: 0
  grt_max_degree: 118
  globalRouteTotalUtil: 0.110
  grt_pass1_wl_um: 41300
final_timing:
  setup_viol: 0
  untimed_endpoints: 314
  slew_headroom: 0.361
  tightest_slew_ns: 0.954
  fmax_mhz: 292
  timing.final.crit_share: 0.413
  hold_viol_final: 0
  grt_setup_unrepaired: "false"
  unclocked_regs: 150
  fin_crit_ns: 3.42
  whs_ns: 0.348
  setup-tns-final_ns: 0
  fin_skew_ns: 0.0120
  drv_slew: 0
logic_synthesis:
  synthArstFlopShare: 0.527
  ys_cells: 965
  edf_count: 165
  yosysWarningCount: 4
  ys_types: 69
  synth_cells: 965
  synth_seq_share: 0.692
  ys_area_sq_um: 14000
  ys_ff: 355
  syn_area_sq_um: 14000
  synth.avg_cell_area_sq_um: 14.5
  ys.flop_type: "dfrtp_1"
run:
  maxCapViolCount: 0
  tool_warnings: 33
power_and_ir_drop:
  ir_drop_uv: 165
  p_leak_nw: 6.77
  power_density_nw_per_um2: 126
placement:
  hpwl_um: 16300
  routabilityCongestion: 0.814
  dp.cells: 1645
  io_buffers: 100
setup_path:
  critPathMaxFanout: 76
  endpoint_kind: "flop"
  slowest_delay_ns: 0.76
  cp.required_ns: 8.44
  crit_arrival_ns: 3.57
  cpMaxStageDelayCell: "and2_2"
  critPathLaunchType: "input pin"
  crit_type: "in -> reg"
  worstPathCellList: "clkbuf_8 > and2_2 > buf_4"
min_path:
  min_path_type: "reg -> reg"
die:
  ios: 101
  die_h_um: 218
  die-area_sq_um: 47600
  die_width_um: 218
  fp_util: 0.306
  rows: 78
  core_area_sq_um: 45800
clock_tree:
  path_clk_slew_ns: 0.06
  cts.path.max_buffers: 3
  ctsResizeCount: 0
  cts-hold-fix-buffers: 0
  cts_tree: "done"
  postCtsSetupBuffers: 0
  worstSkewPairLatency_ns: 0.50
  cts_buffers: 23
  cts_max_level: 1
  cts_root_buffer: "clkbuf_16"
layout:
  area_growth_pct: 17.7
  finish.utilization: 0.361
  drive_gt1_frac: 0.0902
  fin_cells: 1686
-- metrics by stage --
step	area (sq um)	worst slack [ns]	power, mW
after floorplan	14100	4.52	1.09
after global placement	15800	4.37	1.12
after detailed placement	15800	4.33	1.12
after CTS	16500	4.85	2.10
after global routing	16500	4.67	2.15
final	16500	4.88	2.08
-- report_power, final --
| group | internal (mW) | leakage, nW | switching (mW) |
|---|---|---|---|
| sequential | 1.06 | 4.35 | 0.00188 |
| clock | 0.590 | 0.359 | 0.389 |
| combinational | 0.0105 | 2.06 | 0.0251 |
| total | 1.66 | 6.77 | 0.416 |
-- flip-flops by register name (all words and copies together) (netlist names), 5 cells and up --
signal,count
u2.txd_buf,8
u3.opm_cnt,7
u3.rx_lcnt,8
u0.fdiv_cnt,17
u3.frame_p,6
u1.rx_data,8
u1.rx_buf,8
u1.state_rx,5
u3.opm_base,5
u3.tx_byte_cnt,8
u3.rx_len,8
u3.base_addr,5
u3.tx_buf,72
u3.state_m,8
u3.a_in,72
u3.a_out,72
-- path summary, 6_finish.rpt --
kind / from / end / slack [ns] / cells past startpoint
max: rst_n / u3.tx_buf[58]$_DFFE_PP_ / 4.88 / 3
min: u3.state_m[6]$_DFF_PN0_ / u3.state_m[1]$_DFF_PN0_ / 0.35 / 0
max reg2reg: u3.state_m[5]$_DFF_PN0_ / u3.a_out[63]$_DFFE_PN0P_ / 5.95 / 4
min reg2reg: u3.state_m[6]$_DFF_PN0_ / u3.state_m[1]$_DFF_PN0_ / 0.35 / 0
max in group asynchronous: rst_n / u3.tx_byte_cnt[2]$_DFFE_PN0P_ / 6.07 / 2
min in group asynchronous: rst_n / u3.a_out[56]$_DFFE_PN0P_ / 1.16 / 1
-- kinds of logic after synthesis --
kind of cell / after synthesis / share of synthesized area
compound gates: 211 / 0.113
xor+xnor: 13 / 0.00812
fa+ha+maj: 23 / 0.0205
buf+inv: 77 / 0.0211
flops: 355 / 0.692
mux: 41 / 0.0446
other cells: 1 / 0.000267
simple gates: 244 / 0.100
-- cell usage after synthesis (6+ instances only) --
library cell / number / area [sq um]
dfrtp_1: 180 / 4500
edfxtp_1: 165 / 4950
and2_1: 88 / 551
a22o_1: 81 / 709
o21ai_0: 42 / 210
clkbuf_1: 35 / 131
inv_1: 35 / 131
nand2_1: 30 / 113
nand3_1: 26 / 130
nor2_1: 24 / 90.1
ha_1: 23 / 288
a21oi_1: 16 / 80.1
mux4_2: 16 / 360
mux2i_1: 13 / 130
mux2_2: 12 / 135
and3_1: 11 / 68.8
a22oi_1: 9 / 67.6
nor3_1: 9 / 45.0
o31ai_1: 9 / 67.6
dfstp_2: 7 / 184
nand4_1: 7 / 43.8
nor4_1: 7 / 43.8
xnor2_1: 7 / 61.3
a31oi_1: 6 / 37.5
nand2b_1: 6 / 37.5
nor2b_1: 6 / 37.5
xor2_1: 6 / 52.6
-- critical path: cells and delay by family --
| kind | cells | cell delay [ns] |
|---|---|---|
| buffers and inverters | 2 | 1.03 |
| AND/OR/NAND/NOR | 1 | 0.76 |
-- per-layer routing --
layer  GRT usage  vias to the layer above  wire length [um]
met1       0.171                     3951             11600
li1            -                     3807                 -
met3      0.0317                       26              1750
met5           0                        -                 0
met4      0.0161                        0               394
met2       0.165                      206             11000
-- final cells by class --
class,count,area (sq um)
clock buffer,29,618
sequential,355,9700
multi-input combinational,543,4080
inverter,36,138
clock inverter,12,120
timing repair buffer,111,1100
fill,4331,29300
tap,600,751
-- placed cells by master (no fill, tap or decap), drive strengths merged, types with 4 or more instances in the layout --
| cell | n |
|---|---|
| a21o | 5 |
| a21oi | 16 |
| a22o | 81 |
| a22oi | 9 |
| a31oi | 6 |
| and2 | 89 |
| and3 | 11 |
| buf | 11 |
| clkbuf | 30 |
| clkdlybuf4s50 | 99 |
| clkinv | 7 |
| conb | 11 |
| dfrtp | 180 |
| dfstp | 7 |
| edfxtp | 165 |
| ha | 23 |
| inv | 37 |
| mux2 | 12 |
| mux2i | 13 |
| mux4 | 16 |
| nand2 | 30 |
| nand2b | 6 |
| nand3 | 26 |
| nand3b | 4 |
| nand4 | 7 |
| nor2 | 24 |
| nor2b | 6 |
| nor3 | 11 |
| nor3b | 4 |
| nor4 | 7 |
| nor4bb | 4 |
| o211ai | 6 |
| o21a | 5 |
| o21ai | 44 |
| o31ai | 9 |
| or3 | 4 |
| or4 | 5 |
| xnor2 | 7 |
| xor2 | 6 |
Power figures rest on the tool's default switching activity, not on a simulated workload.
